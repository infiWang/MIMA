==> flow/design.v <==
package instruction;
typedef union packed {
    bit [31:0] data;
    struct packed {
        bit [6:0] funct7;
        bit [4:0] rs2;
        bit [4:0] rs1;
        bit [2:0] funct3;
        bit [4:0] rd;
        bit [6:0] opcode;
    } R;
    struct packed {
        bit [11:0] imm12;
        bit [4:0] rs1;
        bit [2:0] funct3;
        bit [4:0] rd;
        bit [6:0] opcode;
    } I;
    struct packed {
        bit [6:0] imm7;
        bit [4:0] rs2;
        bit [4:0] rs1;
        bit [2:0] funct3;
        bit [4:0] imm5;
        bit [6:0] opcode;
    } S;
    struct packed {
        bit [6:0] imm7;
        bit [4:0] rs2;
        bit [4:0] rs1;
        bit [2:0] funct3;
        bit [4:0] imm5;
        bit [6:0] opcode;
    } B;
    struct packed {
        bit [19:0] imm20;
        bit [4:0] rd;
        bit [6:0] opcode;
    } U;
    struct packed {
        bit [19:0] imm20;
        bit [4:0] rd;
        bit [6:0] opcode;
    } J;
} ix32;
endpackage
package gopcode;
typedef enum bit [4:0] {
    LOAD     = 5'b00000,
    STORE    = 5'b01000,
    LOAD_FP  = 5'b00001,
    STORE_FP = 5'b01001,
    MISC_MEM = 5'b00011,
    AMO      = 5'b01011,
    OP        = 5'b01100,
    OP_32     = 5'b01110,
    OP_IMM    = 5'b00100,
    OP_IMM_32 = 5'b00110,
    OP_FP     = 5'b10100,
    BRANCH = 5'b11000,
    JALR   = 5'b11001,
    JAL    = 5'b11011,
    AUIPC  = 5'b00101,
    LUI    = 5'b01101,
    MADD  = 5'b10000,
    MSUB  = 5'b10001,
    NMSUB = 5'b10010,
    NMADD = 5'b10011,
    SYSTEM = 5'b11100
} genericOpcode;
endpackage
package f3OpI;
typedef enum bit [2:0] {
    ADD  = 3'b000,
    AND  = 3'b111,
    OR   = 3'b110,
    XOR  = 3'b100,
    SL   = 3'b001,
    SR   = 3'b101,
    SLT  = 3'b010,
    SLTU = 3'b011
} funct3OpI;
endpackage
package f3OpM;
typedef enum bit [2:0] {
    MUL    = 3'b000,
    MULH   = 3'b001,
    MULHSU = 3'b010,
    MULHU  = 3'b011,
    DIV    = 3'b100,
    DIVU   = 3'b101,
    REM    = 3'b110,
    REMU   = 3'b111
} funct3OpM;
endpackage
package f3Br;
typedef enum bit [2:0] {
    EQ  = 3'b000,
    NE  = 3'b001,
    LT  = 3'b100,
    GE  = 3'b101,
    LTU = 3'b110,
    GEU = 3'b111
} funct3Branch;
endpackage
package f3Ld;
typedef enum bit [2:0] {
    LB  = 3'b000,
    LH  = 3'b001,
    LW  = 3'b010,
    LBU = 3'b100,
    LHU = 3'b101
} funct3Load;
endpackage
package f3St;
typedef enum bit [2:0] {
    SB = 3'b000,
    SH = 3'b001,
    SW = 3'b010
} funct3Store;
endpackage
package f7OpM;
typedef enum bit [6:0] {
    MULDIV = 7'b0000001
} funct7OpM;
endpackage
module regfile (
    input clk, rst,
    input  [4:0]  raddr1, raddr2,
    output [31:0] rdata1, rdata2,
    input wen,
    input [4:0]  waddr,
    input [31:0] wdata
);
    integer i;
    reg [31:0] regs[32];
    initial begin
        for(i = 0; i < 32; i++) begin
            regs[i] = 32'b0;
        end
    end
    assign rdata1 = regs[raddr1];
    assign rdata2 = regs[raddr2];
    always_ff @(posedge clk) begin
        if(rst) begin
            for(i = 0; i < 32; i++) begin
                regs[i] <= 32'b0;
            end
        end else begin
            if(wen & waddr != 5'b0) begin 
                regs[waddr] <= wdata;
            end
        end
    end
endmodule
==> flow/run.sh <==
#!/bin/bash
# OpenROAD 26Q1-2900-gdf79404cd8, Yosys 0.63+post, stock flow scripts
make -C /OpenROAD-flow-scripts/flow DESIGN_CONFIG=/design/flow/config.mk WORK_HOME=/design/flow/orfs finish
==> flow/config.mk <==
export PLATFORM = sky130hd
export DESIGN_NAME = regfile
export DESIGN_NICKNAME = regfile
export VERILOG_FILES = /design/flow/design.v
export SDC_FILE = /design/flow/constraint.sdc
export NUM_CORES = 4
export LEC_CHECK = 1
export CORE_UTILIZATION = 30
==> flow/constraint.sdc <==
current_design regfile

set clk_period 15.8
set clk_io_pct 0.2

create_clock -name clk0 -period $clk_period [get_ports {clk}]

set non_clock_inputs [all_inputs -no_clocks]
set_input_delay [expr $clk_period * $clk_io_pct] -clock clk0 $non_clock_inputs
set_output_delay [expr $clk_period * $clk_io_pct] -clock clk0 [all_outputs]
==> flow_metrics.py <==
# Generated from Yosys and OpenROAD reports
metrics = {
    "logic_synthesis": {
        "ys_seq_share_pct": 55.0,
        "syn_area_per_cell_um2": 12.2,
        "topCellsByArea": "edfxtp_1, mux2i_1, and2_1",
        "yosys_warnings": 1,
        "synth_cells": 4605,
        "synth-xor-area-share_pct": 0,
        "yosys.area_share.aoi_pct": 7.01,
        "synthTopLogicFamily": "multiplexers",
        "synth_flops": 1024,
        "synth_area_um2": 56000,
        "synthDistinctLibCells": 29,
        "simple_gate_share_pct": 15.7,
        "synthFlopType": "edfxtp_1",
        "synth.largest_area_cell": "edfxtp_1",
        "top_area_share_pct": 55.0,
        "yosys_area_um2": 56000,
        "edf_count": 1024,
        "adder_share_pct": 0,
        "ys_sh_mux_pct": 18.3,
        "ys_cells": 4605,
        "top_cells_by_count": "edfxtp_1, mux2i_1, and2_1",
        "synthArstFlopShare_pct": 0,
    },
    "floorplan": {
        "fp.dieW_um": 434,
        "ios": 114,
        "dieArea_um2": 188000,
        "coreArea_um2": 185000,
        "rows": 158,
        "die_y_um": 434,
        "fp_util_pct": 30.2,
    },
    "global_route": {
        "antenna_found_initial": 12,
        "grt_first_pass_wirelength_um": 284000,
        "first_global_vias": 39100,
        "track_usage_pct": 22.4,
        "grt_max_degree": 84,
        "overflow": 0,
    },
    "final_layout": {
        "top_register": "regs",
        "final_layout_size_suffix_gt1_share_pct": 8.11,
        "top_regs": "regs: 1024 flops",
        "nFillCells": 18000,
        "largest_reg_flops": 1024,
        "design_area_um2": 62800,
        "final_cells": 7133,
        "area_growth_pct": 12.3,
    },
    "clock_network": {
        "htree_levels": 3,
        "cts_tree": "built",
        "clk_path_buf_depth": 3,
        "cts.repair.resized": 0,
        "cts_root_buf": "clkbuf_16",
        "cts.sinks": 1024,
        "cts_setup_buffers": 0,
        "path_clk_slew_ns": 0.06,
        "cts.hold.buffers_added": 0,
        "numCtsBuffers": 106,
    },
    "final_timing": {
        "max_freq_ghz": 0.0938,
        "worst_slew_pin_slew_ns": 0.981,
        "post-route-period-util_pct": 67.5,
        "slew_headroom_pct": 34.4,
        "hold_viol": 0,
        "period_needed_ns": 10.66,
        "grt_setup_unrepaired": "false",
        "setup_viol": 0,
        "tns_ns": 0,
        "maxSlewViolCount": 0,
    },
    "place": {
        "dp_cells": 6939,
        "place_area_um2": 59500,
        "port_buffers": 113,
        "place_hpwl_um": 115000,
        "place_congestion": 0.899,
    },
    "power": {
        "pwr-share-seq_pct": 49.7,
        "power_leakage_nw": 23.9,
        "clock_power_share_pct": 38.0,
        "p_switching_mw": 1.66,
        "p_int_mw": 4.80,
        "pwr-share-comb_pct": 12.3,
        "powerDensity_nw_per_um2": 103,
        "ir_worst_vdd_mv": 0.0873,
        "switching_share_pct": 25.7,
    },
    "worst_hold_path": {
        "hold_path.class": "in2reg",
        "hold_start": "rst",
    },
    "drt": {
        "viasPerCell": 5.33,
        "num_vias": 38100,
        "wl_per_cell_um": 28.2,
        "drt_iter0_drc": 2528,
        "drc": 0,
        "dr.pass1.iters": 6,
        "routed_wl_um": 201000,
        "antenna_left": 0,
    },
    "critical_path": {
        "crit_type": "in2out",
        "startpoint": "raddr2[2]",
        "cp_max_fo": 34,
        "arrival_ns": 7.50,
        "end_kind": "primary output",
        "crit_required_ns": 12.64,
        "start_kind": "input port",
    },
    "run_status": {
        "status": "completed",
    },
    "run": {
        "max_cap_viol_count": 0,
        "tool_warnings": 26,
    },
}
through the flow:
stage | utilization [%] | setup WS, ns | hold slack, ns | power [mW]
final | 33.9 | 5.14 | 3.00 | 6.46
after CTS | 33.9 | 5.15 | 2.96 | 6.48
after detailed placement | 32.1 | 5.17 | 3.73 | 4.06
after floorplan | - | 8.39 | 3.36 | 3.71
after global placement | 32.1 | 5.21 | 3.73 | 4.05
after global routing | 33.9 | 5.11 | 2.99 | 6.64
area by class of cell:
class                   instances  area (um2)  share of cell area, %
flip-flops and latches       1024       30700                   49.0
multi-input cells            3166       23300                   37.1
well taps                    2480        3100                   4.94
clock buffers                 132        2840                   4.51
repair buffers                269        2340                   3.73
clock inverters                56         473                  0.753
diodes                          6        15.0                 0.0239
per-layer routing:
layer / vias up / wire length [um] / global-route usage, %
met5: - / 206 / 0.494
met4: 12 / 11200 / 9.91
met3: 552 / 27000 / 12.0
met2: 2221 / 94400 / 35.2
met1: 18500 / 68600 / 25.1
li1: 16800 / - / -
critical path: stages:
cell             delay [ns]
clkdlybuf4s50_1        0.67
nor2b_4                0.77
buf_4                  0.62
buf_4                  0.63
a22o_1                 0.23
nor3_1                 0.06
a31oi_1                0.48
nand3_1                0.28
clkdlybuf4s50_1        0.48
final timing paths:
kind                     endpoint  cells after the start  slack, ns
worst max-delay path   rdata2[22]                      9       5.14
worst min-delay path  regs[0][23]                      1       3.00
placed cells by master (no fill, tap or decap), drive strengths merged:
cell,n
a21oi,192
a22o,128
a22oi,192
a31oi,64
and2,994
buf,159
bufinv,7
clkbuf,132
clkdlybuf4s50,110
clkinv,43
clkinvlp,3
conb,32
diode,6
edfxtp,1024
inv,3
mux2i,1024
nand2,196
nand2b,5
nand3,194
nand3b,4
nor2,35
nor2b,5
nor3,64
or2,33
or3,2
or3b,2
power by group through the flow:
stage	combinational, mW	clock [mW]	sequential, mW
4_1_cts	0.791	2.48	3.21
5_1_grt	0.838	2.57	3.23
6_report	0.794	2.46	3.21
kinds of logic after synthesis:
logic type,after synthesis
AOI/OAI and AO/OA,576
buffers and inverters,446
muxes,1024
and+or+nand+nor,1534
other,1
DFF,1024
Power figures rest on the tool's default switching activity, not on a simulated workload.
