**/design/flow/constraint.sdc**
```tcl
current_design alu

set clk_period 350.7
set clk_io_pct 0.2

create_clock -name clk0 -period $clk_period

set non_clock_inputs [all_inputs -no_clocks]
set_input_delay [expr $clk_period * $clk_io_pct] -clock clk0 $non_clock_inputs
set_output_delay [expr $clk_period * $clk_io_pct] -clock clk0 [all_outputs]
```
**/design/flow/config.mk**
```make
export PLATFORM = sky130hd
export DESIGN_NAME = alu
export DESIGN_NICKNAME = alu
export VERILOG_FILES = /design/flow/design.v
export SDC_FILE = /design/flow/constraint.sdc
export NUM_CORES = 4
export LEC_CHECK = 1
export CORE_UTILIZATION = 50
```
**/design/flow/design.v**
```verilog
package instruction;
typedef union packed {
    bit [31:0] data;
    struct packed {
        bit [6:0] funct7;
        bit [4:0] rs2;
        bit [4:0] rs1;
        bit [2:0] funct3;
        bit [4:0] rd;
        bit [6:0] opcode;
    } R;
    struct packed {
        bit [11:0] imm12;
        bit [4:0] rs1;
        bit [2:0] funct3;
        bit [4:0] rd;
        bit [6:0] opcode;
    } I;
    struct packed {
        bit [6:0] imm7;
        bit [4:0] rs2;
        bit [4:0] rs1;
        bit [2:0] funct3;
        bit [4:0] imm5;
        bit [6:0] opcode;
    } S;
    struct packed {
        bit [6:0] imm7;
        bit [4:0] rs2;
        bit [4:0] rs1;
        bit [2:0] funct3;
        bit [4:0] imm5;
        bit [6:0] opcode;
    } B;
    struct packed {
        bit [19:0] imm20;
        bit [4:0] rd;
        bit [6:0] opcode;
    } U;
    struct packed {
        bit [19:0] imm20;
        bit [4:0] rd;
        bit [6:0] opcode;
    } J;
} ix32;
endpackage
package gopcode;
typedef enum bit [4:0] {
    LOAD     = 5'b00000,
    STORE    = 5'b01000,
    LOAD_FP  = 5'b00001,
    STORE_FP = 5'b01001,
    MISC_MEM = 5'b00011,
    AMO      = 5'b01011,
    OP        = 5'b01100,
    OP_32     = 5'b01110,
    OP_IMM    = 5'b00100,
    OP_IMM_32 = 5'b00110,
    OP_FP     = 5'b10100,
    BRANCH = 5'b11000,
    JALR   = 5'b11001,
    JAL    = 5'b11011,
    AUIPC  = 5'b00101,
    LUI    = 5'b01101,
    MADD  = 5'b10000,
    MSUB  = 5'b10001,
    NMSUB = 5'b10010,
    NMADD = 5'b10011,
    SYSTEM = 5'b11100
} genericOpcode;
endpackage
package f3OpI;
typedef enum bit [2:0] {
    ADD  = 3'b000,
    AND  = 3'b111,
    OR   = 3'b110,
    XOR  = 3'b100,
    SL   = 3'b001,
    SR   = 3'b101,
    SLT  = 3'b010,
    SLTU = 3'b011
} funct3OpI;
endpackage
package f3OpM;
typedef enum bit [2:0] {
    MUL    = 3'b000,
    MULH   = 3'b001,
    MULHSU = 3'b010,
    MULHU  = 3'b011,
    DIV    = 3'b100,
    DIVU   = 3'b101,
    REM    = 3'b110,
    REMU   = 3'b111
} funct3OpM;
endpackage
package f3Br;
typedef enum bit [2:0] {
    EQ  = 3'b000,
    NE  = 3'b001,
    LT  = 3'b100,
    GE  = 3'b101,
    LTU = 3'b110,
    GEU = 3'b111
} funct3Branch;
endpackage
package f3Ld;
typedef enum bit [2:0] {
    LB  = 3'b000,
    LH  = 3'b001,
    LW  = 3'b010,
    LBU = 3'b100,
    LHU = 3'b101
} funct3Load;
endpackage
package f3St;
typedef enum bit [2:0] {
    SB = 3'b000,
    SH = 3'b001,
    SW = 3'b010
} funct3Store;
endpackage
package f7OpM;
typedef enum bit [6:0] {
    MULDIV = 7'b0000001
} funct7OpM;
endpackage
module alu (
    input op, op_imm,
    input [2:0] funct3,
    input [6:0] funct7,
    input  [31:0] a, b,
    output [31:0] t
);
    wire [31:0] t_alui;
    alui alui0(
        .op_imm(op_imm),
        .funct3(funct3), .funct7(funct7),
        .a(a), .b(b), .t(t_alui)
    );
    wire [31:0] t_alum;
    alum alum0(
        .funct3(funct3), .funct7(funct7),
        .a(a), .b(b), .t(t_alum)
    );
    assign t = op ? (funct7 == f7OpM::MULDIV) ? t_alum : t_alui
             : op_imm ? t_alui
             : 32'hxxxxxxxx;
endmodule
module alui (
    input op_imm,
    input [2:0] funct3,
    input [6:0] funct7,
    input [31:0] a, b,
    output reg [31:0] t
);
    always @(*) begin
        case(funct3)
            f3OpI::ADD: begin
                if(op_imm | funct7 == 7'b0) begin
                    t = a + b;
                end else if(funct7 == 7'b0100000) begin
                    t = a - b;
                end else begin
                    t = 32'bx;
                end
            end
            f3OpI::AND: begin
                t = a & b;
            end
            f3OpI::OR: begin
                t = a | b;
            end
            f3OpI::XOR: begin
                t = a ^ b;
            end
            f3OpI::SL: begin
                t = a << b;
            end
            f3OpI::SR: begin
                if(funct7 == 7'b0) begin
                    t = a >> b[4:0];
                end else if(funct7 == 7'b0100000) begin
                    t = $signed(a) >>> b[4:0];
                end else begin
                    t = 32'bx;
                end
            end
            f3OpI::SLT: begin
                t = $signed(a) < $signed(b) ? 32'b1 : 32'b0;
            end
            f3OpI::SLTU: begin
                t = a < b ? 32'b1 : 32'b0;
            end
            default: t = 32'bx;
        endcase
    end
endmodule
module alum (
    input [2:0] funct3,
    input [6:0] funct7,
    input [31:0] a, b,
    output reg [31:0] t
);
    wire [63:0] mul, mulu, mulsu;
    wire [31:0] div, divu, rem, remu;
    assign mul   = $signed(a) * $signed(b);
    assign mulu  = a * b;
    assign mulsu = $signed(a) * b;
    assign div  = $signed(a) / $signed(b);
    assign divu = a / b;
    assign rem  = $signed(a) % $signed(b);
    assign remu = a % b;
    always @(*) begin
        case(funct3)
            f3OpM::MUL: begin
                t = mul[31:0];
            end
            f3OpM::MULH: begin
                t = mul[63:32];
            end
            f3OpM::MULHSU: begin
                t = mulu[63:32];
            end
            f3OpM::MULHU: begin
                t = mulsu[63:32];
            end
            f3OpM::DIV: begin
                t = div;
            end
            f3OpM::DIVU: begin
                t = divu;
            end
            f3OpM::REM: begin
                t = rem;
            end
            f3OpM::REMU: begin
                t = remu;
            end
            default: t = 32'hxxxxxxxx;
        endcase
    end
endmodule
```
**/design/flow/run.sh**
```bash
#!/bin/bash
# OpenROAD 26Q1-2900-gdf79404cd8, Yosys 0.63+post, stock flow scripts
make -C /OpenROAD-flow-scripts/flow DESIGN_CONFIG=/design/flow/config.mk WORK_HOME=/design/flow/orfs finish
```
==> qor.tcl <==
set qor(fmaxAchievable_mhz) 4.15
set qor(warning_count) 100
set qor(ys_cells) 16400
set qor(mostFrequentLayoutCells) {sky130_fd_sc_hd__nand2_1, sky130_fd_sc_hd__inv_1, sky130_fd_sc_hd__ha_1}
set qor(core_area_um2) 244000
set qor(wire_per_inst_um) 29.8
set qor(areaGrowthSynthToFinish_pct) 5.74
set qor(cap_viol_max_count) 1
set qor(worst_path_largest_cell_delay_ns) 0.85
set qor(total_die_size_um2) 248000
set qor(crit_path_end_kind) {output port}
set qor(port-buffer-count) 108
set qor(hold_viol_final) 0
set qor(row_count) 181
set qor(final_core_util) 0.533
set qor(post-route-worst-setup-slack_ns) 109.83
set qor(cp_data_arrival_time_ns) 170.73
set qor(setup_violations) 0
set qor(drt-pass1-iter-count) 6
set qor(report.final.slew_viol_count) 2
set qor(postSynthCellCount) 16400
set qor(timing.setup.tns_ns) 0
set qor(synthDominantCellAreaShare) 0.240
set qor(slew-limit-headroom) -0.0784
set qor(dp_cells) 19600
set qor(nFlopsAndLatches) 0
set qor(total_grt_overflow) 0
set qor(worstSetupStartpointType) {primary input}
set qor(grt_max_degree) 62
set qor(synthesis_area_per_yosys_um2) 123000
set qor(num_io_pins) 108
set qor(floorplan.core_util) 0.504
set qor(num_vias) 126000
set qor(syn_area_um2) 123000
set qor(via_per_inst) 6.41
set qor(synth-warning-count) 2
set qor(worst_ep_required_time_ns) 280.56
set qor(chipHeight_um) 498
set qor(post-cts-setup-buffer-count) 0
set qor(gates_resized_cts_repair) 0
set qor(synthDominantAreaCellType) {sky130_fd_sc_hd__fa_1}
set qor(fillers) 23800
set qor(ff_latch_area_um2) 0
set qor(cp_slowest_cell) {sky130_fd_sc_hd__a211oi_1}
set qor(fin_worst_hold_slack_ns) 141.78
set qor(worst_hold_path_type) {primary input to output port}
set qor(drtAntennaViolNets) 0
set qor(layout.clock_buffers) 0
set qor(ys_types) 117
set qor(worst_slew_pin_slew_ns) 1.60
set qor(fraction_of_final_layout_cells_with_drive_strength_greater_than_1) 0.0683
set qor(sequential_cell_area_fraction_in_the_yosys_report) 0
set qor(rsz_0062_raised_after_global_routing) {false}
set qor(violations_in_the_final_reports) {max-capacitance violations, max-slew violations}
set qor(final.min_clock_period_ns) 240.87
set qor(1st_iter_drt_viols) 11400
set qor(wire_length_of_the_first_global_routing_pass_um) 849000
set qor(die_width_um) 498
set qor(critPathMostFrequentCell) {sky130_fd_sc_hd__o21a_1}
set qor(worstPathMaxFanout) 61
set qor(layoutNonFillerInstCount) 19600
set qor(grt_pass1_vias) 123000
set qor(type_of_the_worst_setup_path) {primary input to output port}
set qor(cts_hold_repair.buffers) 0
set qor(routabilityCongestion) 1.16
set qor(main_area_contributors) {sky130_fd_sc_hd__fa_1, sky130_fd_sc_hd__ha_1, sky130_fd_sc_hd__nand2_1}
set qor(synthesis.area_per_instance_um2) 7.49
set qor(globalRouteTotalUtil) 0.488
set qor(drc) 0
set qor(layout_top_cell_excl_fill_tap) {sky130_fd_sc_hd__nand2_1}
set qor(hpwlAfterDp_um) 472000
set qor(detail_route.wirelength_um) 584000
set qor(dp_worst_setup_slack_ns) 112.65
set qor(min_period_over_period) 0.687
set qor(antenna_found_initial) 46
set qor(run_status) {complete, but fails checks}
## final cells by class
type                            instances  area [um2]  area share
Antenna cell                           33        82.6    0.000636
Inverter                             1813        6810      0.0525
Multi-Input combinational cell      13900      114000       0.878
Tap cell                             3202        4010      0.0309
Timing Repair Buffer                  661        4950      0.0381
## cells in the mapped netlist (41+ instances only)
library cell / number
sky130_fd_sc_hd__o211ai_1: 116
sky130_fd_sc_hd__o21a_1: 329
sky130_fd_sc_hd__o21bai_1: 98
sky130_fd_sc_hd__nand2_1: 1974
sky130_fd_sc_hd__ha_1: 1609
sky130_fd_sc_hd__a221oi_1: 57
sky130_fd_sc_hd__or2_2: 105
sky130_fd_sc_hd__a211oi_1: 130
sky130_fd_sc_hd__and3_1: 110
sky130_fd_sc_hd__a31oi_1: 203
sky130_fd_sc_hd__a21o_1: 432
sky130_fd_sc_hd__mux2i_1: 139
sky130_fd_sc_hd__or3_1: 154
sky130_fd_sc_hd__mux2_2: 150
sky130_fd_sc_hd__o22ai_1: 56
sky130_fd_sc_hd__nand2b_1: 115
sky130_fd_sc_hd__xor2_1: 332
sky130_fd_sc_hd__nand4_1: 151
sky130_fd_sc_hd__a21oi_1: 1076
sky130_fd_sc_hd__nor2_1: 1530
sky130_fd_sc_hd__o221ai_1: 47
sky130_fd_sc_hd__fa_1: 1474
sky130_fd_sc_hd__nand3_1: 288
sky130_fd_sc_hd__inv_1: 1783
sky130_fd_sc_hd__buf_1: 171
sky130_fd_sc_hd__nor4_1: 67
sky130_fd_sc_hd__o31ai_1: 125
sky130_fd_sc_hd__nor2b_1: 147
sky130_fd_sc_hd__o21ai_0: 823
sky130_fd_sc_hd__nor3_1: 451
sky130_fd_sc_hd__a31o_2: 41
sky130_fd_sc_hd__and2_1: 89
sky130_fd_sc_hd__clkbuf_1: 464
sky130_fd_sc_hd__xnor2_1: 656
sky130_fd_sc_hd__a21boi_0: 42
## kinds of logic (layout without fill, tap and decap cells)
logic type / count (synthesis) / in the layout / synth area share
XOR/XNOR: 990 / 990 / 0.0708
multiplexers: 296 / 296 / 0.0264
AND/OR/NAND/NOR: 5390 / 5390 / 0.200
other: 2 / 37 / 0.0000611
adder cells (fa/ha/maj): 3083 / 3083 / 0.404
AND-OR/OR-AND: 4150 / 4150 / 0.221
buffers and inverters: 2491 / 2474 / 0.0769
## stage by stage
stage               instance area (um2)
floorplan                        123000
global placement                 130000
detailed placement               130000
CTS                              130000
global route                     130000
finish                           130000
## final timing paths
| check | startpoint | cells past startpoint | endpoint |
|---|---|---|---|
| max | b[3] | 378 | t[22] |
| min | b[4] | 8 | t[12] |
## worst max-delay path: cells and delay by family
| kind | cells | cell delay (ns) |
|---|---|---|
| AOI/OAI and AO/OA | 191 | 50.48 |
| xor gates and xnor gates | 1 | 0.27 |
| adders and majority gates | 32 | 10.25 |
| buffers and inverters | 33 | 8.43 |
| muxes | 8 | 2.35 |
| and+or+nand+nor | 113 | 28.38 |
## metal layers
metal | part of all wire | track usage
met5 | 0.0013 | 0.0203
met4 | 0.090 | 0.335
met3 | 0.13 | 0.203
met2 | 0.41 | 0.680
met1 | 0.37 | 0.618
